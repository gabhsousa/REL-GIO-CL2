`/design/flow/constraint.sdc`:
```
current_design SecondCounter

set clk_period 3.3
set clk_io_pct 0.2

create_clock -name clk0 -period $clk_period [get_ports {clk}]

set non_clock_inputs [all_inputs -no_clocks]
set_input_delay [expr $clk_period * $clk_io_pct] -clock clk0 $non_clock_inputs
set_output_delay [expr $clk_period * $clk_io_pct] -clock clk0 [all_outputs]
```
`/design/flow/run.sh`:
```
#!/bin/bash
# OpenROAD 26Q1-2900-gdf79404cd8, Yosys 0.63+post, stock flow scripts
make -C /OpenROAD-flow-scripts/flow DESIGN_CONFIG=/design/flow/config.mk WORK_HOME=/design/flow/orfs finish
```
`/design/flow/design.v`:
```
module SecondCounter(
    input rst,
    input clk,
    input enable,
    output logic [3:0] sec_low,
    output logic [2:0] sec_high,
    output logic min_inc
);
  always_ff @(posedge clk or negedge rst) begin
    if (!rst) begin
      sec_low    <= 4'd0;  
      sec_high   <= 3'd0;  
      min_inc  <= 1'd0;  
    end
    else if (enable) begin
      if (sec_high == 3'd5 && sec_low == 4'd8) begin
        sec_low    <= sec_low + 1'd1;
        min_inc  <= 1'd1;  
      end
      else if (sec_high == 3'd5 && sec_low == 4'd9) begin
        sec_low    <= 4'd0;
        sec_high   <= 3'd0;
        min_inc  <= 1'd0;  
      end
      else if (sec_low == 4'd9) begin
        sec_low    <= 4'd0;
        sec_high   <= sec_high + 1'd1;
        min_inc  <= 1'd0;  
      end
      else begin
        sec_low    <= sec_low + 1'd1;
        min_inc  <= 1'd0;  
      end
    end
  end
endmodule
```
`/design/flow/config.mk`:
```
export PLATFORM = sky130hd
export DESIGN_NAME = SecondCounter
export DESIGN_NICKNAME = SecondCounter
export VERILOG_FILES = /design/flow/design.v
export SDC_FILE = /design/flow/constraint.sdc
export NUM_CORES = 4
export LEC_CHECK = 1
export CORE_AREA = 10 10 70 70
export DIE_AREA = 0 0 80 80
```
==> run notes <==
flow finished, numbers: outcome complete, no violations, area share of the largest cell type after synthesis 43.24%, total count of max-transition violations in the final report 0, number of buffers on the longest clock path 2, RSZ-0062 raised after global routing false, part of the total power dissipated in combinational logic 46.9%, final setup vio count 0, worst setup skew after layout 5.142 ps, required time at the endpoint of the critical path 2640 ps, number of sinks driven by the clock tree 8, quantity of I/O buffers inserted on ports 10, final antenna-violating net count 0, CTS H-tree depth 1, number of antenna violations at the first check in global routing 0, element type at the critical path end output port, Sw Pwr 0.1760 mW, Synth flops 8, Avg Inst Size Synth 9.645 um^2, post-CTS setup buffers 0, Final Hold Vio Count 0, Worst Max-Slew Pin Slew 383.6 ps, count of warning messages emitted by the tools 28, Synth top cells by count 8 x sky130_fd_sc_hd__dfrtp_1, 8 x sky130_fd_sc_hd__nand2_1, 5 x sky130_fd_sc_hd__ha_1, 5 x sky130_fd_sc_hd__inv_1, 3 x sky130_fd_sc_hd__a21oi_1, Resized Gates After CTS 0, TritonCTS clock tree done, sum of negative setup slack 0 ps, total of warnings raised by yosys 1, worst relative slew slack 74.35%, Seq share, synth 43.24%, worst endpoint data arrival time 1200 ps, proportion of register bits with asynchronous set or reset after synthesis 100.0%, storage element area 200.2 um^2, Die W 80 um, Crit path max-delay family buffers and inverters, clock root cell sky130_fd_sc_hd__clkbuf_4, number of enable flip-flop cells 0, leakage power 0.2659 nW, initial DRC count 19, final clock period utilization by the worst path 56.41%, Placed Instances 103, fraction of final layout cells sized beyond drive strength 1 10.00%, Hold Crit Class flip-flop to flip-flop, clock period minus final worst setup slack 1862 ps, Worst Setup Path Type flip-flop to output port, number of top-level pins 11, total iterations of the first detailed-routing run 5, number of fill cells in the layout 399, number of clock buffers inserted by TritonCTS 3, cell-by-cell listing of the critical path clkdlybuf4s50_1, largest net degree at the start of global routing 11, floorplan core density 13.55%, remaining global-route overflow 0, number of vias per cell 3.575, maximum capacitance violations 0, Area Growth Syn to Fin 36.49%, Logic area 232.7 um^2, WL/cell 9.811 um, worst path bufs/invs 1, number of standard cells reported by yosys 48, total inserted antenna cells 0, switching power as a share of total power 35.23%, area of the die 6400 um^2, vias in the first global route 380, die boundary height 80 um, post-detailed-routing wire length 1040 um, Unique cell types 20, largest incremental delay on the critical path 510 ps, startpoint kind of the worst setup timing path flip-flop, Fmax achieved 537.2 MHz, via count 379, Cell area leaders sky130_fd_sc_hd__dfrtp_1 43%, sky130_fd_sc_hd__ha_1 14%, sky130_fd_sc_hd__nand2_1 6.5%, clock group share of total power 15.3%, count of standard-cell rows 21, area inside the core boundary 3416 um^2, final routed DRC violation total 0, clk ins delay skew pair 260 ps, GRT Total Usage 3.488%, Int Power 0.3236 mW, Commonest flop sky130_fd_sc_hd__dfrtp_1, register share of total power 37.8%, Critical-path top delay cell sky130_fd_sc_hd__clkdlybuf4s50_1, chip area in the Yosys report 462.9 um^2, maximum fanout along the worst path 6, cts hold-fix bufs 0, first-pass GRT wire length 1787 um, cell taking the most area after synthesis sky130_fd_sc_hd__dfrtp_1, post-route non-filler standard cell count 106, post-detailed-placement half-perimeter wirelength 793.5 um, synthesized netlist cell count 48, PwrDens 790.7 nW/um^2, gp weighted congestion 0.7805, clock-pin slew on the worst setup and hold paths 60 ps, Synth Cell Area 462.9 um^2, Max VDD drop 0.3458 mV
[layout by cell type, fill, tap and decap left out, drive strengths merged, types with 2 or more instances in the layout]
| cell | netlist | routed |
|---|---|---|
| clkbuf | 0 | 3 |
| ha | 5 | 5 |
| o21bai | 2 | 2 |
| clkdlybuf4s50 | 0 | 10 |
| nand2 | 8 | 8 |
| a21oi | 3 | 3 |
| nand3 | 2 | 2 |
| o22ai | 2 | 2 |
| inv | 5 | 5 |
| o21ai | 2 | 2 |
| dfrtp | 8 | 8 |
[power groups by stage]
stage	Clock (mW)	Combinational (mW)	Sequential [mW]
after CTS	0.0792	0.240	0.190
after global routing	0.0890	0.270	0.200
final	0.0762	0.234	0.189
[final cells by class]
class | instances | share of cell area [%]
timing repair buffer | 10 | 15.84
sequential | 8 | 31.68
inverter | 5 | 2.970
tap | 46 | 9.109
clock buffer | 3 | 3.564
multi-input combinational | 34 | 36.83
[routing by layer]
layer / wire, um / GRT usage, % / share of wire (%) / vias to the layer above
li1: - / - / - / 192
met3: 137 / 2.614 / 13 / 0
met2: 360 / 3.772 / 35 / 14
met5: 0 / 0 / 0 / -
met1: 543 / 5.114 / 52 / 173
met4: 0 / 0.7042 / 0 / 0
[state kept, by name, summed over array words and instances (netlist names)]
register	cells
min_inc	1
sec_high	3
sec_low	4
[path summary, 6_finish.rpt]
check / start / endpoint / slack [ps] / cells past startpoint
min: sec_high[2]$_DFFE_PN0P_ / sec_high[2]$_DFFE_PN0P_ / 540 / 1
max: sec_low[0]$_DFFE_PN0P_ / sec_low[0] / 1440 / 1
min in group asynchronous: rst / sec_high[2]$_DFFE_PN0P_ / 690 / 1
max reg2reg: sec_low[0]$_DFFE_PN0P_ / sec_low[3]$_DFFE_PN0P_ / 1900 / 5
max in group asynchronous: rst / sec_low[2]$_DFFE_PN0P_ / 2340 / 1
min reg2reg: sec_high[2]$_DFFE_PN0P_ / sec_high[2]$_DFFE_PN0P_ / 540 / 1
[worst reg2reg max path: cells and delay by family, from the launching register on]
family / cells / cell delay [ps]
flops: 1 / 440
simple gates: 2 / 400
fa+ha+maj: 1 / 220
compound gates: 1 / 110
buf+inv: 1 / 90
[through the flow]
stage / power [mW] / utilization (%) / cell area [um^2] / hold slack, ps / setup WS (ps)
detailed placement: 0.4267 / 17.84 / 609.3 / 533.1 / 1318
finish: 0.4996 / 18.50 / 631.9 / 537.8 / 1438
CTS: 0.5084 / 18.50 / 631.9 / 541.8 / 1428
floorplan: 0.3071 / - / 462.9 / 364.4 / 1961
global placement: 0.4220 / 17.84 / 609.3 / 535.0 / 1346
global route: 0.5598 / 18.50 / 631.9 / 580.7 / 1346
[cell families after synthesis]
family,after synthesis,synth area share (%)
simple gates,17,20.54
compound gates,12,16.22
flops,8,43.24
buf+inv,6,6.487
fa+ha+maj,5,13.51
Power is estimated from default activity; no workload was simulated.
