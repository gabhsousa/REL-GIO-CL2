==> design/flow/run.sh <==
#!/bin/bash
# OpenROAD 26Q1-2900-gdf79404cd8, Yosys 0.63+post, stock flow scripts
make -C /OpenROAD-flow-scripts/flow DESIGN_CONFIG=/design/flow/config.mk WORK_HOME=/design/flow/orfs finish
==> design/flow/config.mk <==
export PLATFORM = sky130hd
export DESIGN_NAME = ClockDivider_1Hz
export DESIGN_NICKNAME = ClockDivider_1Hz
export VERILOG_FILES = /design/flow/design.v
export SDC_FILE = /design/flow/constraint.sdc
export NUM_CORES = 4
export LEC_CHECK = 1
export CORE_AREA = 10 10 96 96
export DIE_AREA = 0 0 106 106
==> design/flow/constraint.sdc <==
current_design ClockDivider_1Hz

set clk_period 2.9
set clk_io_pct 0.2

create_clock -name clk0 -period $clk_period [get_ports {clk}]

set non_clock_inputs [all_inputs -no_clocks]
set_input_delay [expr $clk_period * $clk_io_pct] -clock clk0 $non_clock_inputs
set_output_delay [expr $clk_period * $clk_io_pct] -clock clk0 [all_outputs]
==> design/flow/design.v <==
module ClockDivider_1Hz (
    input clk,
    input rst,
    output logic pulse_out
);
  logic [25:0] counter;
  always_ff @(posedge clk) begin
    if (!rst) begin
      counter <= 26'd0;  
    end
    else if (counter == 26'd49999999) begin
      counter <= 26'd0;  
    end
    else begin
      counter <= counter + 26'd1;  
    end
  end
  always_comb begin
    pulse_out = (counter == 26'd49999999);  
  end
endmodule
==> qor.yml <==
synthesis:
  async_reset_ff_share_pct: 0
  topCellsByArea: "dfxtp_1 (42%), xnor2_1 (7.1%), nor2_1 (4.9%), a21oi_1 (4.5%), nand3_1 (3.6%)"
  yosys_cells: 142
  synth_area_um2: 1230
  top_cell_area_share_pct: 42.1
  synth-area-yosys_um2: 1230
  synth-edff-count: 0
  synth_seq_share_pct: 42.1
  top_area_cell: "dfxtp_1"
  synth_top_cell_by_count: "dfxtp_1"
  syn_inst: 142
  ff_type: "dfxtp_1"
  yosys_warnings: 1
  common_cells: "dfxtp_1 (26), nor2_1 (16), a21oi_1 (11)"
  syn_avg_cell_area_um2: 8.70
  numSynthFlops: 26
  ys_types: 29
timing:
  finalCritPeriodShare_pct: 84.4
  holdWs_ns: 0.484
  finalHoldViolCount: 0
  worst_slack_ns: 0.452
  max_freq_mhz: 409
  rsz0062_at_grt: "false"
  slew_headroom_pct: 79.3
  min_period_ns: 2.45
  finClkSkew_ns: 0.00341
  worst_pin_slew_ns: 0.308
  setup-violations-final: 0
  setup_tns_ns: 0
  drv_slew: 0
placed_design:
  place_congestion: 0.813
  dp_hpwl_um: 1720
  pre_cts_ws_ns: 0.746
  postPlaceCellArea_um2: 1360
  io_buffers: 2
global_routing:
  grt_usage_pct: 4.55
  grt_start_max_net_pins: 15
  overflow: 0
  grt_pass1_wl_um: 4510
  antenna_found_initial: 0
  grt_pass1_vias: 947
die:
  rows: 31
  die-height_um: 106
  die_area_um2: 11200
  ios: 3
  fp.dieW_um: 106
  core_area_um2: 7210
  fp_util_pct: 17.1
run:
  warnings: 25
  maxCapViolCount: 0
final_layout:
  fillerInstances: 830
  utilization_pct: 19.4
  top_register: "counter"
  syn_to_final_growth_pct: 13.5
  biggestRegsByFlops: "counter (26)"
  largest_reg_flops: 26
  final_cell_area_um2: 1400
  layout-drive-gt1-share_pct: 9.72
power:
  clkPwrFrac_pct: 33.7
  powerDensity_nw_per_um2: 410
  p_seq_share_pct: 63.6
  p_sw_share_pct: 20.0
  ir_drop_mv: 0.370
  p_leak_nw: 0.388
  pwr-share-comb_pct: 2.7
  power_switching_mw: 0.115
  p_int_mw: 0.459
critical_path:
  slowest_stage: "clkdlybuf4s50_1"
  crit_path_end_kind: "primary output"
  reg2reg_depth: 5
  critPathKind: "register to primary output"
  reg2reg_from: "counter[0]"
  crit_arrival_ns: 1.87
  critPathRequiredTime_ns: 2.32
  startpoint: "counter[0]"
  path_cells: "ha_1 -> and3_2 -> nand4_1 -> nor2_1 -> clkdlybuf4s50_1"
  cp_max_fo: 4
  cp_slowest_stage_delay_ns: 0.48
  start_kind: "register"
clock_network:
  insertion_delay_ns: 0.26
  postCtsSetupBuffers: 0
  cts_buffers: 3
  cts_hold_buf: 0
  htreeDepth: 1
  cts_tree: "built"
  ctsLongestPathBuffers: 2
  clock-sinks: 26
  clockRootBuffer: "clkbuf_8"
  path_clk_slew_ns: 0.08
  cts.repair.resized: 0
drt:
  vias: 974
  wl_per_cell_um: 9.64
  firstDrtPassIters: 4
  drt_wl_total_um: 2340
  drt_iter0_drc: 46
  drtAntennaViolNets: 0
  vias_per_cell: 4.01
  drc: 0
  diodes: 0
status:
  status: "finished, final reports clean"
min_path:
  hold_depth: 2
  hold_start: "counter[25]"
  min_path_type: "register to register"
[worst paths after layout]
kind / end / slack (ns)
max: pulse_out / 0.45
min: counter[25] / 0.48
min reg2reg: counter[25] / 0.48
max reg2reg: counter[22] / 0.77
[kinds of logic (layout without fill, tap and decap cells)]
family | after synthesis | count (layout) | share of synthesized area, %
flops | 26 | 26 | 42.1
simple gates | 70 | 70 | 33.3
fa+ha+maj | 1 | 1 | 1.01
compound gates | 23 | 23 | 10.3
xor+xnor | 13 | 13 | 9.22
buf+inv | 9 | 11 | 3.95
[power by group through the flow]
stage	clock network [mW]	registers (mW)	logic [mW]
5_1_grt	0.220	0.366	0.0187
4_1_cts	0.206	0.365	0.0161
6_report	0.193	0.365	0.0155
[worst max-delay path: cells and delay by family, from the launching register on]
kind                     cells  cell delay [ns]
AND/OR/NAND/NOR              3             0.49
buffers and inverters        1             0.48
flip-flops                   1             0.42
adder cells (fa/ha/maj)      1             0.23
[area by class of cell]
cell class / instances / area [um^2] / share of cell area, %
inverters: 4 / 15.0 / 1.07
multi-input cells: 107 / 666 / 47.5
flip-flops and latches: 26 / 520 / 37.1
repair buffers: 4 / 35.0 / 2.50
clock buffers: 3 / 41.3 / 2.95
well taps: 99 / 124 / 8.84
[cells in the final DEF (no fill, tap or decap), types with 4 or more instances in the layout]
| master | instances |
|---|---|
| o21ai_0 | 6 |
| xnor2_1 | 10 |
| nor2_1 | 16 |
| o31ai_1 | 5 |
| nand3_1 | 9 |
| inv_1 | 4 |
| dfxtp_1 | 26 |
| a21oi_1 | 11 |
| or4_1 | 6 |
| or3_1 | 5 |
| nand2_1 | 8 |
| nor4_1 | 4 |
| nand4_1 | 5 |
[per-layer routing]
layer / vias up / track usage (%) / share of wire, %
met1: 442 / 6.65 / 53
met4: 0 / 0.290 / 0.43
li1: 518 / - / -
met3: 2 / 1.28 / 4.8
met2: 12 / 6.85 / 42
met5: - / 0 / 0
[stage by stage]
stage               power [mW]  std cells
finish                   0.574        243
global route             0.605        243
CTS                      0.587        243
detailed placement       0.390        240
global placement         0.389        240
floorplan                0.384        142
Power and IR drop assume default switching activity.
