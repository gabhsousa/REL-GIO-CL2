==> ./design.v <==
module MinuteCounter (
    input rst,
    input clk,
    input enable,
    input min_inc,
    output logic [3:0] min_low,
    output logic [2:0] min_high,
    output logic hr_inc
);
  always_ff @(posedge clk or negedge rst) begin
    if (!rst) begin
      min_low     <= 4'd0;  
      min_high    <= 3'd0;  
      hr_inc  <= 1'd0;  
    end
    else if (enable && min_inc) begin
      if (min_high == 3'd5 && min_low == 4'd9) begin
        min_low     <= 4'd0;
        min_high    <= 3'd0;
        hr_inc  <= 1'd1;  
      end
      else if (min_low == 4'd9) begin
        min_low     <= 4'd0;
        min_high    <= min_high + 1'd1;
        hr_inc  <= 1'd0;  
      end
      else begin
        min_low     <= min_low + 1'd1;
        hr_inc  <= 1'd0;  
      end
    end
    else begin
      hr_inc <= 1'd0;  
    end
  end
endmodule
==> ./run.sh <==
#!/bin/bash
# OpenROAD 26Q1-2900-gdf79404cd8, Yosys 0.63+post, stock flow scripts
make -C /OpenROAD-flow-scripts/flow DESIGN_CONFIG=/design/flow/config.mk WORK_HOME=/design/flow/orfs finish
==> ./config.mk <==
export PLATFORM = sky130hd
export DESIGN_NAME = MinuteCounter
export DESIGN_NICKNAME = MinuteCounter
export VERILOG_FILES = /design/flow/design.v
export SDC_FILE = /design/flow/constraint.sdc
export NUM_CORES = 4
export LEC_CHECK = 1
export CORE_AREA = 10 10 70 70
export DIE_AREA = 0 0 80 80
==> ./constraint.sdc <==
current_design MinuteCounter

set clk_period 2.7
set clk_io_pct 0.2

create_clock -name clk0 -period $clk_period [get_ports {clk}]

set non_clock_inputs [all_inputs -no_clocks]
set_input_delay [expr $clk_period * $clk_io_pct] -clock clk0 $non_clock_inputs
set_output_delay [expr $clk_period * $clk_io_pct] -clock clk0 [all_outputs]
==> flow_metrics.env <==
# yosys + openroad results
export IMPL_status="completed"
export IMPL_power_density_mw_per_mm2=955
export IMPL_antenna_left=0
export IMPL_comb_power_share_pct=42.0
export IMPL_peakVddDrop_uv=145
export IMPL_warnings=27
export IMPL_cp_slowest_cell="clkdlybuf4s50_1"
export IMPL_maxSlewHeadroom_pct=75.3
export IMPL_post_dp_cell_area_um2=586
export IMPL_cts_setup_buffers=0
export IMPL_hold_violations=0
export IMPL_yosys_area_top_type_share_pct=47.9
export IMPL_dr_total_vias=344
export IMPL_p_int_uw=383
export IMPL_io_buffers=11
export IMPL_drtPass1Iterations=2
export IMPL_synth_cells=39
export IMPL_ctsResizeCount=0
export IMPL_num_rows=21
export IMPL_grt_overflow=0
export IMPL_synth_area_um2=418
export IMPL_top_area_cell="dfrtp_1"
export IMPL_finalSetupViolCount=0
export IMPL_worst_path_max_fanout=6
export IMPL_fin_crit_ns=1.75
export IMPL_place_hpwl_um=776
export IMPL_yosys_stat_seqShare_pct=47.9
export IMPL_synth_chip_area_um2=418
export IMPL_io_pins=12
export IMPL_fin_crit_sh_pct=64.7
export IMPL_required_ns=2.16
export IMPL_die_y_um=80
export IMPL_r2r_setup_slack_ns=1.13
export IMPL_drv_slew=0
export IMPL_ys_cells=39
export IMPL_grt_pass1_wl_um=1600
export IMPL_pwr_share_seq_pct=41.5
export IMPL_finalSetupTns_ns=0
export IMPL_area_leaders="dfrtp_1, ha_1, mux2_2, nand3_1, nand2_1"
export IMPL_cp_end_kind="output port"
export IMPL_vias_per_cell=3.47
export IMPL_wl_um=1010
export IMPL_critical_path_class="flip-flop to output port"
export IMPL_crit_family="buffers and inverters"
export IMPL_grt_pass1_vias=324
export IMPL_p_sw_uw=198
export IMPL_clkPwrFrac_pct=16.5
export IMPL_root_buffer="clkbuf_4"
export IMPL_r2r_worst_path_cells=4
export IMPL_tightest_slew_ns=0.369
export IMPL_switching_share_pct=34.0
export IMPL_p_leak_nw=0.251
export IMPL_yosys_warnings=1
export IMPL_drc_errors=0
export IMPL_hold_path_class="primary input to asynchronous set/reset pin"
export IMPL_crit_path_cell_trace="clkdlybuf4s50_1"
export IMPL_skew_ns=0.000586
export IMPL_rsz0062_at_grt="no"
export IMPL_wl_per_cell_um=10.2
export IMPL_cts_sinks=8
export IMPL_cts_buffers=3
export IMPL_yosysUniqueCellTypes=19
export IMPL_finish_instance_area_um2=608
export IMPL_coreArea_mm2=0.00342
export IMPL_drive_gt1_share_pct=13.2
export IMPL_syn_to_final_growth_pct=45.5
export IMPL_antenna_found_initial=0
export IMPL_syn_avg_cell_area_um2=10.7
export IMPL_cts_buffer_depth=2
export IMPL_startpoint_type="flip-flop"
export IMPL_insertedDiodeCount=0
export IMPL_cts_tree="done"
export IMPL_fp_utilization_pct=12.2
export IMPL_cap_violations=0
export IMPL_cts_clk_slew_worst_paths_ns=0.06
export IMPL_cts_htree_levels=1
export IMPL_gp_congestion=0.786
export IMPL_max_freq_ghz=0.572
export IMPL_die_x_um=80
export IMPL_r2r_end="min_high[1]$_DFFE_PN0P_"
export IMPL_hold_slack_ns=0.558
export IMPL_numSynthFlops=8
export IMPL_first_iter_violations=26
export IMPL_clk_latency_ns=0.26
export IMPL_grtUsageTotal_pct=3.24
export IMPL_chipArea_mm2=0.00640
export IMPL_arrival_ns=1.21
export IMPL_critPathMaxStageDelay_ns=0.52
export IMPL_postCtsHoldBufs=0
export IMPL_grt_max_degree=9
export IMPL_cp_num_buf_inv=1
export IMPL_r2r_start="min_low[0]$_DFFE_PN0P_"
## cells in the final DEF (no fill, tap or decap)
| cell | n |
|---|---|
| a211oi_1 | 1 |
| dfrtp_1 | 8 |
| a21oi_1 | 2 |
| nand3_1 | 4 |
| nand2b_1 | 1 |
| a21o_2 | 1 |
| clkdlybuf4s50_1 | 11 |
| o31ai_1 | 1 |
| ha_1 | 4 |
| o2bb2ai_1 | 1 |
| nor3_1 | 1 |
| or4b_1 | 1 |
| inv_1 | 2 |
| nor2_1 | 2 |
| nand2_1 | 4 |
| o21ai_0 | 1 |
| mux2_2 | 2 |
| a21o_1 | 1 |
| clkbuf_4 | 3 |
| o2111ai_1 | 1 |
| and3b_2 | 1 |
## kinds of logic after synthesis
| family | share of synthesized area [%] |
|---|---|
| muxes | 5.39 |
| and+or+nand+nor | 17.7 |
| buffers and inverters | 1.80 |
| adders and majority gates | 12.0 |
| AOI/OAI and AO/OA | 15.3 |
| DFF | 47.9 |
## power groups by stage
| stage | sequential (mW) | combinational, mW | clock (mW) |
|---|---|---|---|
| after CTS | 0.241 | 0.252 | 0.0932 |
| final | 0.241 | 0.244 | 0.0960 |
| after global routing | 0.255 | 0.276 | 0.102 |
## flip-flops by register name, indices dropped and copies added (netlist names)
register  flops
min_low       4
hr_inc        1
min_high      3
## Yosys cell counts
library cell  instances
a21oi_1               2
nand2b_1              1
o2111ai_1             1
ha_1                  4
dfrtp_1               8
o21ai_0               1
mux2_2                2
or4b_1                1
o2bb2ai_1             1
a21o_1                1
and3b_2               1
nor3_1                1
a21o_2                1
a211oi_1              1
nor2_1                2
nand3_1               4
o31ai_1               1
nand2_1               4
inv_1                 2
## per-layer routing
| metal | part of all wire, % | GRT usage [%] | vias to the layer above | wire (µm) |
|---|---|---|---|---|
| met4 | 2.3 | 0.880 | 0 | 23 |
| met2 | 39 | 4.33 | 10 | 397 |
| met1 | 48 | 4.19 | 161 | 482 |
| met5 | 0 | 0 | - | 0 |
| met3 | 11 | 2.05 | 3 | 108 |
| li1 | - | - | 170 | - |
## final cells by class
cell class,instances,area [µm²]
fillers,381,2810
repair buffers,11,110
multi-input cells,29,210
well taps,46,57.6
flip-flops and latches,8,200
clock buffers,3,22.5
inverters,2,7.51
## stage by stage
stage,total power [mW],util [%],instances,worst slack (ns)
after CTS,0.587,17.8,99,0.935
after detailed placement,0.492,17.1,96,0.821
after floorplan,0.339,-,39,1.26
after global routing,0.634,17.8,99,0.867
after global placement,0.479,17.1,96,0.833
final,0.581,17.8,99,0.952
## worst reg2reg max path, delay by kind of cell, from the launching register on
family	cells	cell delay, ns
and+or+nand+nor	2	0.42
adders and majority gates	1	0.26
muxes	1	0.35
DFF	1	0.43
## worst max-delay path by stage
stage	endpoint	startpoint	slack, ns	depth (start not counted)
global route	min_low[0]	min_low[0]$_DFFE_PN0P_	0.87	1
finish	min_low[0]	min_low[0]$_DFFE_PN0P_	0.95	1
CTS	min_low[0]	min_low[0]$_DFFE_PN0P_	0.94	1
Power is estimated from default activity; no workload was simulated.
